--- flow/run.sh ---
#!/bin/bash
# OpenROAD 26Q1-2900-gdf79404cd8, Yosys 0.63+post, stock flow scripts
make -C /OpenROAD-flow-scripts/flow DESIGN_CONFIG=/design/flow/config.mk WORK_HOME=/design/flow/orfs finish
--- flow/config.mk ---
export PLATFORM = sky130hd
export DESIGN_NAME = My_Priority_Encoder
export DESIGN_NICKNAME = My_Priority_Encoder
export VERILOG_FILES = /design/flow/design.v
export SDC_FILE = /design/flow/constraint.sdc
export NUM_CORES = 4
export LEC_CHECK = 1
export CORE_AREA = 10 10 70 70
export DIE_AREA = 0 0 80 80
--- flow/constraint.sdc ---
current_design My_Priority_Encoder

set clk_period 3.2
set clk_io_pct 0.2

create_clock -name clk0 -period $clk_period

set non_clock_inputs [all_inputs -no_clocks]
set_input_delay [expr $clk_period * $clk_io_pct] -clock clk0 $non_clock_inputs
set_output_delay [expr $clk_period * $clk_io_pct] -clock clk0 [all_outputs]
--- flow/design.v ---
`timescale 1ns / 1ps
module My_Priority_Encoder #(parameter IN_WIDTH = 32, OUT_WIDTH = 5, HIGH_FIRST = 1'b0, ACTIVE = 1'b0) (
    input [IN_WIDTH-1 : 0] in,
    output [OUT_WIDTH-1 : 0] out,
    output out_invalid
    );
    wire out_valid;
    wire [OUT_WIDTH-1 : 0] temp [IN_WIDTH : 0];
    generate
        if (HIGH_FIRST) begin: gen_high_first
            assign temp[0] = 64'd0;
            assign out = temp[IN_WIDTH];
        end else begin: gen_low_first
            assign temp[IN_WIDTH] = ~(64'd0);
            assign out = temp[0];
        end
    endgenerate
    genvar g1;
    generate
        if (~HIGH_FIRST) begin: gen_low_first1
            for (g1 = IN_WIDTH - 1; g1 >= 0; g1 = g1 - 1) begin: gen_low_first2
                assign temp[g1] = (in[g1] == ACTIVE) ? g1 : temp[g1+1];
            end
        end else begin: gen_high_first1
            for (g1 = 1; g1 <= IN_WIDTH; g1 = g1 + 1) begin: gen_high_first2
                assign temp[g1] = (in[g1-1] == ACTIVE) ? (g1-1) : temp[g1-1];
            end
        end
    endgenerate
    generate
        if (~ACTIVE) begin: gen_active_low
            assign out_valid = ~&in;
        end else begin: gen_active_high
            assign out_valid = |in;
        end
    endgenerate
    assign out_invalid = ~out_valid;
endmodule
==> run notes <==
Implementation progress

The maximum net fanout on the critical path stands at 3. The via count of the first global-routing pass was 653. The buffers plus inverters on the worst setup path stands at 2. The number of warnings issued by yosys stands at 1. Counting I/O delays and the setup requirement, the final critical path takes 3100 ps. From bottom edge to top edge, the die measures 80 um. The worst setup path is launched from a primary input. The final worst-path setup slack stands at 104 ps. The iteration count of the initial detailed-routing pass stands at 4. The launch point of the critical path was reported as in[18]. The DRC violation total after the first TritonRoute iteration stands at 13. After layout, the design draws a total of 79.9 uW. Measured along the x axis, the die boundary spans 80 um.

After layout, the clock buffer instance count stands at 0. The switching fraction of total power stands at 36.7%. The tally of unique sky130hd cells used after synthesis stands at 27. Setup repair after global routing left no endpoint under its margin.

The worst vdd rail ir drop stands at 0.0412 mV. The floorplan step defined a core boundary enclosing 3420 um^2. Per STA, the library cell used most along the worst path is sky130_fd_sc_hd__clkdlybuf4s50_1. The met2 wire length stands at 756 um.

Combinational logic burns 100.0% of the power. The flow reports that the clock network draws 0% of the design power. Per the final layout report, the fraction of cells sized above drive strength 1 comes to 9.52%. Per the OpenROAD floorplan log, the area of the die is 6400 um^2. The register share of total power stands at 0%. The count of final hold-check violations stands at 0. The post-route report lists met1 wire length as 860 um.

In the post-route report, total wirelength is listed as 1860 um. The slew at the pin closest to its max-slew limit stands at 290 ps. The share of synthesized area occupied by flip-flops and latches stands at 0%. The total number of placement rows stands at 21. In this run the cell area of the synthesized design comes to 387 um^2.

The script logs the ratio of routed vias to standard cells as 4.16. The placed wire-length estimate after detailed placement stands at 1680 um. The pre-placement core utilization stands at 11.3%. The first global-routing pass estimated 2850 um of wire.

The layout overhead on the synthesized area stands at 123%. Measured against its own limit, the worst slew margin works out to 80.6%. The total global routing overflow stands at 0. Routed signal wires occupy layers up through met3. The routed design shows a wire length per standard cell of 12.3 um. The area taken by multi-input combinational cells is reported as 377 um^2. Fill cells in the final layout number 383. The largest individual stage delay along the critical path comes from the cell sky130_fd_sc_hd__clkdlybuf4s50_1. The pin count of the biggest net entering global routing stands at 6.

The post-route setup TNS stands at 0 ps. The antenna diode count stands at 0. The run finished with clean final reports. The number of sequential cells in the layout stands at 0. Looking at the setup timing report, the critical path kind is primary input to output pin. Listed in order, past its start point the critical path passes clkdlybuf4s50_1, nand2b_1, a21boi_0, or4b_1, o221ai_2, clkdlybuf4s50_1. Per the detail_route report, DRC violations left total 0.

The number of warning messages in the logs stands at 32. For the worst min-delay path, the startpoint reported by OpenROAD is in[2]. Per the run summary, max-cap violations total 0.

The wire length on met3 stands at 241 um. The minimum setup slack after placement stands at 57.5 ps. STA classifies the critical path endpoint as an output pin.

The global-route total usage across every layer stands at 5.45%. Grouping stages by cell kind, the critical path spends the most delay in buffers and inverters. The via count stands at 628.

The internal portion of the total power is 50.5 uW. The library cells used most frequently in the layout, excluding fill and tap cells, are 36 x sky130_fd_sc_hd__clkdlybuf4s50_1, 15 x sky130_fd_sc_hd__nand2_1, 6 x sky130_fd_sc_hd__a21oi_1, 5 x sky130_fd_sc_hd__nand4_1, 5 x sky130_fd_sc_hd__inv_1. After technology mapping, the gate count stands at 64.

Post-synthesis, Yosys gives the total cell area as 387 um^2. The required time at the endpoint of the critical path stands at 2560 ps. The I/O pin count stands at 38. The data arrival at the endpoint of the critical path stands at 2460 ps. The number of nets still failing antenna checks after routing stands at 0. The highest clock rate this design can be run at is 0.323 GHz. The tightest hold path in the finished design has a slack of 2000 ps. The number of antenna violations at the first check in global routing was 0. The count of buffers added by post-CTS timing repair for setup stands at 0.

The final-report max-slew violation count stands at 0. The top cell type in the final layout, fill and taps aside, is sky130_fd_sc_hd__clkdlybuf4s50_1. STA reports the tightest min-delay check as being of type primary input to output pin. Setup violations remaining at the end of the flow were counted as 0. Across the whole layout, storage elements account for 0 um^2.

The placement report lists the number of port buffers as 38. The power per standard cell area stands at 92.8 nW/um^2. The leakage power in the latest report is 0.333 nW. Per the OpenROAD power report, switching power amounts to 29.4 uW. The final weighted congestion of routability-driven global placement stands at 0.821. In the Yosys report the total cell count is 64. The largest single stage delay on the critical path is 490 ps.

The final critical path takes up 96.8% of the cycle. The synthesized area divided by synthesized cell count stands at 6.04 um^2.
through the flow:
step | std cells | util (%) | cell area (um^2)
final | 151 | 25.2 | 861
after global placement | 151 | 24.8 | 847
after floorplan | 64 | - | 387
after detailed placement | 151 | 24.8 | 847
after global routing | 151 | 25.2 | 861
after CTS | 151 | 24.8 | 847
synth_stat cells:
library cell	instances	area (um^2)
sky130_fd_sc_hd__o21bai_1	2	15.0
sky130_fd_sc_hd__o31ai_1	1	7.51
sky130_fd_sc_hd__nor4_1	1	6.26
sky130_fd_sc_hd__o21ai_0	2	10.0
sky130_fd_sc_hd__and2_1	1	6.26
sky130_fd_sc_hd__nand3_1	3	15.0
sky130_fd_sc_hd__nor2_1	2	7.51
sky130_fd_sc_hd__a21oi_1	6	30.0
sky130_fd_sc_hd__o221ai_1	2	17.5
sky130_fd_sc_hd__and4_1	2	17.5
sky130_fd_sc_hd__nor3_4	1	16.3
sky130_fd_sc_hd__or2b_1	1	7.51
sky130_fd_sc_hd__nand2b_2	1	8.76
sky130_fd_sc_hd__nor2b_1	2	12.5
sky130_fd_sc_hd__o221ai_2	1	15.0
sky130_fd_sc_hd__nand2b_1	1	6.26
sky130_fd_sc_hd__nand4_1	5	31.3
sky130_fd_sc_hd__inv_1	5	18.8
sky130_fd_sc_hd__and3_1	2	12.5
sky130_fd_sc_hd__a21boi_0	1	7.51
sky130_fd_sc_hd__o21ai_2	1	8.76
sky130_fd_sc_hd__or4b_1	1	10.0
sky130_fd_sc_hd__nand2_1	15	56.3
sky130_fd_sc_hd__or3_4	1	11.3
sky130_fd_sc_hd__a311oi_1	2	17.5
sky130_fd_sc_hd__a31oi_1	1	6.26
sky130_fd_sc_hd__a211oi_1	1	7.51
per-layer routing:
metal	GRT usage [%]	up-vias
met5	0	-
met4	0	0
met3	3.07	0
met2	8.03	26
met1	7.19	270
li1	-	332
final timing paths:
check | cells after the start | endpoint | slack (ps)
max | 6 | out[0] | 100
min | 4 | out[2] | 2000
area by class of cell:
cell class / instances / area share (%)
well taps: 46 / 6.69
inverters: 5 / 2.18
repair buffers: 41 / 47.4
multi-input cells: 59 / 43.7
worst min-delay path: stages:
cell	delay [ps]
sky130_fd_sc_hd__dlymetal6s2s_1	150
sky130_fd_sc_hd__nand2_1	100
sky130_fd_sc_hd__a211oi_1	50
sky130_fd_sc_hd__clkdlybuf4s50_1	420
kinds of logic after synthesis:
group	count (synthesis)	share of synthesized area [%]
buf+inv	5	4.85
compound gates	20	36.9
simple gates	39	58.3
power by group through the flow:
stage	Sequential, mW	Combinational (mW)	Clock [mW]
6_report	0	0.0799	0
5_1_grt	0	0.0876	0
4_1_cts	0	0.0798	0
timing repair:
item | CTS | global route
resized | 0 | 4
hold buffers | 0 | 0
endpoints found under the hold margin | 0 | 0
setup endpoints to repair | 0 | 2
Power and IR drop assume default switching activity.
