<file path="flow/run.sh">
#!/bin/bash
# OpenROAD 26Q1-2900-gdf79404cd8, Yosys 0.63+post, stock flow scripts
make -C /OpenROAD-flow-scripts/flow DESIGN_CONFIG=/design/flow/config.mk WORK_HOME=/design/flow/orfs finish
</file>
<file path="flow/config.mk">
export PLATFORM = sky130hd
export DESIGN_NAME = Top
export DESIGN_NICKNAME = Top
export VERILOG_FILES = /design/flow/design.v
export SDC_FILE = /design/flow/constraint.sdc
export NUM_CORES = 4
export LEC_CHECK = 1
export CORE_UTILIZATION = 50
</file>
<file path="flow/constraint.sdc">
current_design Top

set clk_period 8.9
set clk_io_pct 0.2

create_clock -name clk0 -period $clk_period [get_ports {clk}]

set non_clock_inputs [all_inputs -no_clocks]
set_input_delay [expr $clk_period * $clk_io_pct] -clock clk0 $non_clock_inputs
set_output_delay [expr $clk_period * $clk_io_pct] -clock clk0 [all_outputs]
</file>
<file path="flow/design.v">
`timescale 1ns / 1ps
module Encode(
    input [2:0] taxi_row,    
    input [2:0] taxi_col,
    input [2:0] pass_loc,    
    input [1:0] dest_idx,    
    output reg [8:0] encoded_state  
);
always @(*) begin
    encoded_state = ((taxi_row * 5 + taxi_col) * 5 + pass_loc)*4 +dest_idx;
end
endmodule
`timescale 1ns / 1ps
module TaxiStep(
    input clk,
    input reset,
    input [2:0] action,
    input [2:0] taxi_row_in,
    input [2:0] taxi_col_in,
    input [2:0] pass_idx_in,
    input [1:0] dest_idx_in,
    output reg [2:0] taxi_row_out,
    output reg [2:0] taxi_col_out,
    output reg [2:0] pass_idx_out,
    output reg [1:0] dest_idx_out,
    output reg [1:0] reward,  
    output reg terminated
);
parameter MAX_ROW = 4;   
parameter MAX_COL = 4;   
reg[24:0] map = 25'b0111000000010000000000100;
reg [2:0] pass_row;
reg [2:0] pass_col;
reg [2:0] dest_row;
reg [2:0] dest_col;
always@(*) begin
    case (pass_idx_in)
        0: begin
            pass_row = 0;
            pass_col = 0;
        end
        1: begin
            pass_row = 0;
            pass_col = 4;
        end
        2: begin
            pass_row = 4;
            pass_col = 0;
        end
        3: begin
            pass_row = 4;
            pass_col = 3;
        end
        4: begin
            pass_row = 0;
            pass_col = 0;
        end
    endcase
    case (dest_idx_in)
        0: begin
            dest_row = 0;
            dest_col = 0;
        end
        1: begin
            dest_row = 0;
            dest_col = 4;
        end
        2: begin
            dest_row = 4;
            dest_col = 0;
        end
        3: begin
            dest_row = 4;
            dest_col = 3;
        end
    endcase
end
always @(posedge clk) begin
    if (reset) begin
        taxi_row_out <= 0;
        taxi_col_out <= 0;
        pass_idx_out <= 0;
        dest_idx_out <= 0;
        reward <= 0;
        terminated <= 0;
    end else begin
        dest_idx_out <= dest_idx_in;
        case (action)
            0: begin 
                reward <= 0;
                terminated <= 0;
                pass_idx_out <= pass_idx_in;
                if (taxi_row_in < MAX_ROW && map[(5*(taxi_row_in + 1)+(taxi_col_in))] == 0)begin
                    taxi_row_out <= taxi_row_in + 1;
                    taxi_col_out <= taxi_col_in;
                end
                else begin
                    taxi_row_out <= taxi_row_in;
                    taxi_col_out <= taxi_col_in;
                end
            end
            1: begin 
                reward <= 0;
                terminated <= 0;
                pass_idx_out <= pass_idx_in;
                if (taxi_row_in > 0 && map[(5*(taxi_row_in - 1)+(taxi_col_in))] == 0)begin
                    taxi_row_out <= taxi_row_in - 1;
                    taxi_col_out <= taxi_col_in;
                end
                else begin
                    taxi_row_out <= taxi_row_in;
                    taxi_col_out <= taxi_col_in;
                end
            end
            2: begin 
                reward <= 0;
                terminated <= 0;
                pass_idx_out <= pass_idx_in;
                if (taxi_col_in < MAX_COL && map[(5*taxi_row_in+(taxi_col_in + 1))] == 0) begin
                    taxi_col_out <= taxi_col_in + 1;
                    taxi_row_out <= taxi_row_in;
                end
                else begin
                    taxi_col_out <= taxi_col_in;
                    taxi_row_out <= taxi_row_in;
                end
            end
            3: begin 
                reward <= 0;
                terminated <= 0;
                pass_idx_out <= pass_idx_in;
                if (taxi_col_in > 0 && map[(5*taxi_row_in+(taxi_col_in - 1))] == 0) begin
                    taxi_col_out <= taxi_col_in - 1;
                    taxi_row_out <= taxi_row_in;
                end
                else begin
                    taxi_col_out <= taxi_col_in;
                    taxi_row_out <= taxi_row_in;
                end
            end
            4: begin 
                reward <= 1;   
                taxi_row_out <= taxi_row_in;
                taxi_col_out <= taxi_col_in;
                terminated <= 0;
                if ((pass_idx_in < 4) && (taxi_row_in == pass_row) && (taxi_col_in == pass_col)) begin
                    pass_idx_out <= 4;
                end
                else begin
                    pass_idx_out <= pass_idx_in;
                end
            end
            5: begin 
                taxi_row_out <= taxi_row_in;
                taxi_col_out <= taxi_col_in;
                if ((pass_idx_in == 4) && (taxi_row_in == dest_row) && (taxi_col_in == dest_col)) begin
                    terminated <= 1;
                    reward <= 2;
                    pass_idx_out <= dest_idx_in;
                end 
                else begin
                    terminated <= 0;
                    reward <= 1;
                    pass_idx_out <= pass_idx_in;
                end
            end
        endcase
    end
end
endmodule
`timescale 1ns / 1ps
module decode(
    input [8:0] encoded_state,  
    output reg [1:0] dest_idx,  
    output reg [2:0] pass_idx,  
    output reg [2:0] taxi_col,  
    output reg [2:0] taxi_row   
);
integer intermediate;
always @ (*) begin
    dest_idx = encoded_state % 4;   
    intermediate = encoded_state / 4;
    pass_idx = intermediate % 5;   
    intermediate = intermediate / 5;
    taxi_col = intermediate % 5;   
    intermediate = intermediate / 5;
    taxi_row = intermediate;   
end
endmodule
module Top(
    input clk,
    input reset,
    input [2:0] action,
    input [8:0] agent_state,
    output [8:0] next_agnet_state,
    output [1:0] reward,
    output terminated
);
    wire [1:0] dest_idx;
    wire [2:0] pass_idx;
    wire [2:0] taxi_col;
    wire [2:0] taxi_row;
    wire [1:0] dest_idx_out;
    wire [2:0] pass_idx_out;
    wire [2:0] taxi_col_out;
    wire [2:0] taxi_row_out;
        decode  decode_inst (
            .encoded_state(agent_state),
            .dest_idx(dest_idx),
            .pass_idx(pass_idx),
            .taxi_col(taxi_col),
            .taxi_row(taxi_row)
        );
        TaxiStep  TaxiStep_inst (
            .clk(clk),
            .reset(reset),
            .action(action),
            .taxi_row_in(taxi_row),
            .taxi_col_in(taxi_col),
            .pass_idx_in(pass_idx),
            .dest_idx_in(dest_idx),
            .taxi_row_out(taxi_row_out),
            .taxi_col_out(taxi_col_out),
            .pass_idx_out(pass_idx_out),
            .dest_idx_out(dest_idx_out),
            .reward(reward),
            .terminated(terminated)
          );
          Encode  Encode_inst (
            .taxi_row(taxi_row_out),
            .taxi_col(taxi_col_out),
            .pass_loc(pass_idx_out),
            .dest_idx(dest_idx_out),
            .encoded_state(next_agnet_state)
        );
endmodule
</file>
==> flow_summary.ini <==
; flow metrics
[detailed_routing]
drt_iter0_drc = 225
vias = 4744
vias_per_cell = 5.750
routed_wl_um = 12620
first_pass_iters = 5
drcViolationCount = 0
avgRoutedWirePerCell_um = 15.29
n_antenna_cell = 0
ant_nets = 0

[setup_path]
r2r_setup_slack_ns = 7.78
cp.required_ns = 9.05
reg2regPathDepth = 4
crit_type = in -> reg
crit_slowest_cell = or4b_1
crit_path_start_kind = input pin
cpMostUsedCell = buf_4
arrival_ns = 10.19
r2r_start = TaxiStep_inst.taxi_row_out[2]
r2r-end = TaxiStep_inst.taxi_row_out[2]
worst_path_largest_cell_delay_ns = 0.46
path_max_fanout = 5
endpoint_kind = register

[placed_design]
portBuffers = 25
gp_congestion = 0.9157
dpl-instance-area_sq_mm = 0.005629
hpwl_um = 9261

[sta]
slew_headroom = 0.4979
hold_viol = 0
unclocked_regs = 3
setup_viol = 6
slew_violations = 0
untimed_endpoints = 3
max_slew.worst_pin.slew_ns = 0.7508
fin_ws_ns = -1.148
fin_crit_sh = 1.129
holdWs_ns = 0.4553
finalCriticalPeriod_ns = 10.05
fin_setup_tns_ns = -5.396
fmax_mhz = 99.52
skew_ns = 0
grt_setup_unrepaired = true

[floorplan]
die_area_sq_mm = 0.008953
fp_util = 0.5194
design.core.area_sq_mm = 0.008258
pin_count = 26
die_w_um = 94.62
rows = 33
die_height_um = 94.62

[global_route]
met3_usage = 0.01879
track_usage = 0.2828
grt_pass1_wl_um = 20130
top_usage_layer = met2
antenna_found_initial = 0
grtUsageMet1 = 0.4303
use_met2 = 0.4556
gr-total-overflow = 0
grt_pass1_vias = 4335
grt_max_degree = 21

[run_status]
outcome = finished with violations
violations = setup timing

[hold_path]
hold_path_end = TaxiStep_inst.terminated
holdPathStages = 2
hold_path_class = reg -> reg
hold_start = TaxiStep_inst.terminated

[clock_tree]
cts_tree = done
cts_root_buffer = clkbuf_8
htreeDepth = 1
clock_latency_ns = 0.24
cts_buffers = 3
clockBufferDepth = 2
postCtsHoldBufs = 0
path_clk_slew_ns = 0.06

[yosys]
syn_area_per_cell_sq_um = 7.700
yosys_warnings = 3
ys_ff = 17
yosysUniqueCellTypes = 94
edf_count = 0
ys_async_sr_fraction = 0
ys_area_sq_mm = 0.004289
syn_area_sq_mm = 0.004289
syn_inst = 557
ys_cells = 557
synthFlopType = dfxtp_1

[power]
ir_worst_vdd_mv = 0.5952
p_per_area_mw_per_mm2 = 385.6
p_leak_nw = 3.005

[layout]
drive_gt1_frac = 0.3972
fill_cells = 550
fin_area_sq_mm = 0.006464
syn2layout_area_growth_pct = 50.70

[flow_run]
max_cap_violations = 0
warning_count = 41
## sequential cells by signal, indices dropped and copies added, names as in the netlist
register	flops
TaxiStep_inst.pass_row	1
TaxiStep_inst.terminated	1
TaxiStep_inst.taxi_col_out	3
TaxiStep_inst.pass_idx_out	3
TaxiStep_inst.pass_col	2
TaxiStep_inst.dest_idx_out	2
TaxiStep_inst.reward	2
TaxiStep_inst.taxi_row_out	3
## routing by layer
metal | vias up | share of wire | wire, um
met5 | - | 0 | 0
met4 | 0 | 0.013 | 165
met3 | 14 | 0.046 | 584
met2 | 120 | 0.45 | 5665
met1 | 2236 | 0.49 | 6200
li1 | 2374 | - | -
## where the power goes
group / switching, mW / internal [mW]
Combinational: 1.06 / 1.28
Clock: 0.0222 / 0.0391
Sequential: 0.0114 / 0.0807
Total: 1.09 / 1.40
## cell usage after synthesis, types with 5 or more instances
library cell,n,area [sq um]
ha_1,73,913.4
nor2_1,46,172.7
nand2_1,41,153.9
a21oi_1,35,175.2
inv_1,35,131.4
xnor2_1,23,201.4
o21ai_0,21,105.1
clkbuf_1,14,52.55
dfxtp_1,14,280.3
nor3_1,14,70.07
nor2b_1,13,81.33
nand2b_1,11,68.82
xor2_1,10,87.58
nand3_1,9,45.04
o21ai_1,9,45.04
a31oi_1,8,50.05
mux2i_1,8,80.08
o211ai_1,7,52.55
a21o_1,6,45.04
nand4_1,6,37.54
a211oi_1,5,37.54
and3b_1,5,43.79
buf_6,5,56.30
fa_1,5,100.1
o22ai_1,5,31.28
## critical path: cells and delay by family
family / cells / cell delay, ns
multiplexers: 1 / 0.08
AND-OR/OR-AND: 15 / 2.83
AND/OR/NAND/NOR: 12 / 1.84
buffers and inverters: 15 / 1.44
XOR/XNOR: 3 / 0.46
adder cells (fa/ha/maj): 8 / 1.75
## cell type report
| class | instances | area (sq um) | share of cell area |
|---|---|---|---|
| tap | 105 | 131.4 | 0.02033 |
| inverter | 41 | 181.4 | 0.02807 |
| multi-input combinational | 470 | 4262 | 0.6593 |
| timing repair buffer | 188 | 1509 | 0.2334 |
| clock buffer | 4 | 55.05 | 0.008517 |
| sequential | 17 | 325.3 | 0.05033 |
## logic make-up (layout without fill, tap and decap cells)
family / after synthesis / in the layout / synth area share
and+or+nand+nor: 185 / 185 / 0.2296
AOI/OAI and AO/OA: 157 / 157 / 0.2585
adders and majority gates: 79 / 79 / 0.2386
buffers and inverters: 70 / 233 / 0.07760
xor gates and xnor gates: 36 / 36 / 0.08285
DFF: 14 / 14 / 0.06534
muxes: 13 / 13 / 0.03705
latches: 3 / 3 / 0.01050
## how the worst max path moves through the flow
| stage | start | end | cells past startpoint |
|---|---|---|---|
| CTS | agent_state[7] | TaxiStep_inst.taxi_row_out[1] | 50 |
| global route | agent_state[6] | TaxiStep_inst.taxi_row_out[1] | 51 |
| finish | agent_state[6] | TaxiStep_inst.taxi_row_out[1] | 54 |
## what timing repair did
item                                   in CTS  in global routing
pin swaps                                  53                 37
setup endpoints to repair                   7                  8
endpoints found under the hold margin       0                  0
gates resized                              90                 23
buffers inserted                           28                  9
## layout by cell type, fill, tap and decap left out, drive strengths merged, types with 5 or more instances in the layout
master / synthesis / layout
nand2: 43 / 43
dfxtp: 14 / 14
nor3: 15 / 15
nand3: 10 / 10
xor2: 10 / 10
inv: 41 / 40
a21o: 6 / 6
nor2b: 13 / 13
mux2i: 10 / 10
o21ai: 31 / 31
nand2b: 12 / 12
nor2: 47 / 47
nand4: 6 / 6
and3b: 5 / 5
a31oi: 10 / 10
a21oi: 35 / 35
xnor2: 25 / 25
and2: 6 / 6
a211oi: 6 / 6
ha: 73 / 73
clkdlybuf4s50: 0 / 21
buf: 15 / 166
fa: 5 / 5
o22ai: 5 / 5
o211ai: 8 / 8
## stage by stage
step / setup WS (ns) / power (mW) / cells / utilization
finish: -1.148 / 2.493 / 825 / 0.7827
CTS: -0.9250 / 2.338 / 817 / 0.7617
floorplan: -1.794 / 1.194 / 557 / -
global placement: -1.681 / 1.866 / 785 / 0.6817
global route: -1.512 / 2.715 / 825 / 0.7827
detailed placement: -1.800 / 1.900 / 785 / 0.6817
No activity file was given, so power comes from the tool's default toggle rates.
