`./design.v`:
```
`timescale 1ns / 1ps
module Elaborate #(parameter CARD_WL = 4, CARD_NUM = 21, MAX_SUM = 31, TARGET = 21) (
    input  wire [CARD_NUM*CARD_WL-1:0] i_all_cards,
    output wire [$clog2(MAX_SUM)-1:0]  o_sum_hand,  
    output wire [$clog2(MAX_SUM)-1:0]  o_score,     
    output wire                        o_usable_ace,
    output wire                        o_bust
    );
    wire [CARD_WL-1:0] all_cards [CARD_NUM-1:0];
    genvar g1; generate
        for (g1 = 0; g1 < CARD_NUM; g1 = g1 + 1) begin: gen_player_cards
            assign all_cards[g1] = i_all_cards[g1*CARD_WL +: CARD_WL];
        end
    endgenerate
    reg  [$clog2(CARD_NUM):0] sum;
    wire [CARD_NUM-1:0] is_1;   
    wire                has_1;  
    always @(*) begin: calculate_sum
        reg [$clog2(CARD_NUM):0] i;
        sum = {($clog2(MAX_SUM)){1'b0}};
        for (i = {($clog2(CARD_NUM)+1){1'b0}}; i < CARD_NUM; i = i + 1) begin
            sum = sum + all_cards[i];
        end
    end
    genvar g2; generate
        for (g2 = 0; g2 < CARD_NUM; g2 = g2 + 1) begin: gen_is_1
            assign is_1[g2] = (all_cards[g2] == {{(CARD_WL-1){1'b0}}, 1'b1});
        end
    endgenerate
    assign has_1 = |is_1;
    assign o_sum_hand   = sum + (o_usable_ace ? 10 : 0);
    assign o_score      = o_bust ? {($clog2(MAX_SUM)){1'b0}} : o_sum_hand;
    assign o_usable_ace = has_1 & (sum + 10 <= TARGET);
    assign o_bust       = (o_sum_hand > TARGET);
endmodule
```
`./run.sh`:
```
#!/bin/bash
# OpenROAD 26Q1-2900-gdf79404cd8, Yosys 0.63+post, stock flow scripts
make -C /OpenROAD-flow-scripts/flow DESIGN_CONFIG=/design/flow/config.mk WORK_HOME=/design/flow/orfs finish
```
`./config.mk`:
```
export PLATFORM = sky130hd
export DESIGN_NAME = Elaborate
export DESIGN_NICKNAME = Elaborate
export VERILOG_FILES = /design/flow/design.v
export SDC_FILE = /design/flow/constraint.sdc
export NUM_CORES = 4
export LEC_CHECK = 1
export CORE_UTILIZATION = 50
```
`./constraint.sdc`:
```
current_design Elaborate

set clk_period 9.1
set clk_io_pct 0.2

create_clock -name clk0 -period $clk_period

set non_clock_inputs [all_inputs -no_clocks]
set_input_delay [expr $clk_period * $clk_io_pct] -clock clk0 $non_clock_inputs
set_output_delay [expr $clk_period * $clk_io_pct] -clock clk0 [all_outputs]
```
==> ci_impl_report.md <==
### Metrics collected by this job

| Metric | Value |
|---|---|
| Max Freq | 0.09487 GHz |
| Register area | 0 um2 |
| Chip area in the Yosys report | 2790 um2 |
| Crit Path Max Fanout | 4 |
| Largest net degree at the start of global routing | 7 |
| DIE HEIGHT | 76.70 um |
| Synth Cell Area | 2790 um2 |
| Initial antenna violation count | 0 |
| CP most frequent cell | fa_1 |
| Top-Level Pins | 96 |
| Register share after synthesis | 0% |
| Num sequential | 0 |
| Number of global-route vias before repair | roughly 2400 |
| Util after Layout | ~84% |
| Pins Over Slew Limit | 0 |
| Slowest stage delay, CP | 0.60 ns |
| Slowest cell on crit path | fa_1 |
| Floorplan utilization | a little over half |
| Post-synthesis cell count | 290 |
| Gr usage total | 25.52% |
| Tcrit/Tclk final | 115.8% |
| Core footprint | 5238 um2 |
| Ant diodes | 0 |
| Fin. Hold Viols | 0 |
| # hold bufs at CTS | 0 |
| Rel. slew slack | 56.79% |
| YS warnings | 1 |
| Critical Path AT | 8.72 ns |
| FP Rows | 26 |
| Final Critical Period | approximately 11 ns |
| Min-delay worst type | in -> out |
| Clock buffers | 0 |
| Worst setup EP type | primary output |
| Vias | roughly 2400 |
| Top cells excl fill/tap | inv_1 (91), fa_1 (67), buf_4 (54) |
| Status | complete, but fails checks |
| # Cells Yosys | 290 |
| Post-route ant nets | 0 |
| Area delta synth->final | 58.39% |
| Largest area contributor in the netlist | fa_1 |
| # port buffers | around 96 |
| First-pass GRT wire length | 11020 um |
| Remaining DRCs | 0 |
| Inst Count DP | between 500 and 600 |
| Log Warnings | 42 |
| Die area | 5883 um2 |
| Hold Worst Slack | 4.744 ns |
| Starting DRC count in detailed routing | 31 |
| Post-Place Worst Slack | -1.948 ns |
| Comb. cell area | between 2000 and 3000 um2 |
| Setup CP Type | in -> out |
| Top-area cell share | 51.66% |
| First-pass DRT Iterations | 4 |
| Max-cap violations | 0 |
| Routed WL per cell | between 10 and 15 um |
| Unique masters post-synth | 30 |
| Routed vias/inst | approximately 4.7 |
| Crit path DRT | 7.28 ns |
| Placement Cell Area | 4300 um2 |
| Top cells by area | fa_1 (52%), inv_1 (15%), ha_1 (9.9%) |
| Final std cells w/o fill | 517 |
| Synth Area per Inst | 9.621 um2 |
| Remaining Overflow, GRT | 0 |
| Final setup violation count | 11 |
| Worst Hold Launch | i_all_cards[80] |
| Worst-Margin Slew | 0.6391 ns |
| Setup repair after global routing missed its margin | yes |
| Post-Layout Inst Area | roughly 4400 um2 |
| Die Wd | ~77 um |
| Share of cells above drive strength 1 | 32.21% |
| Worst Hold Endpoint | o_score[0] |
| TNS Setup | -13.82 ns |
| Worst hold path depth | 5 |
| Placer Congestion | 0.9067 |
| DP Wirelength | 6108 um |
| WL final | 7167 um |
| Top cell excl fill/tap | inv_1 |
| Setup crit start kind | input port |
| Failing checks | setup timing |
| Number of fillers in the final layout | slightly above 300 |
| Worst setup margin | -1.441 ns |
synthesized netlist by cell type (all sizes together), types with 2 or more instances:
library cell  number
xor2               3
a21o               2
and3               2
fa                72
xnor2             16
nor4               6
a31oi              2
nor2               7
a21oi              5
inv              114
ha                22
nand2              3
and2               3
nor4b             19
worst max-delay path by stage:
stage              startpoint         end  cells after the start
finish        i_all_cards[40]  o_score[1]                     29
global route  i_all_cards[40]  o_score[1]                     29
CTS           i_all_cards[73]  o_score[1]                     31
cells by family (layout without fill, tap and decap cells):
logic type	Yosys count	count (layout)	synth area share [%]
AND/OR/NAND/NOR	44	44	11.70
AND-OR/OR-AND	16	16	3.901
adder cells (fa/ha/maj)	94	94	61.52
buffers and inverters	114	271	15.34
XOR/XNOR	20	20	6.771
multiplexers	2	2	0.7623
area by class of cell:
cell class	count	area share (%)
timing repair buffer	157	30.35
tap	70	1.982
multi-input combinational	176	57.93
inverter	114	9.740
critical path: cells and delay by family:
kind	cells	cell delay, ns
XOR/XNOR	1	0.23
AND-OR/OR-AND	4	0.78
adder cells (fa/ha/maj)	11	4.55
buffers and inverters	9	0.87
AND/OR/NAND/NOR	4	0.46
routing by layer:
metal  GRT usage, %  part of all wire (%)
met1          42.10                    44
met2          41.25                    52
met3          4.353                   4.2
met4              0                  0.25
met5              0                     0
what timing repair did:
action,4_1_cts,5_1_grt
cloned,0,0
endpoints found under the setup margin,11,11
gates resized,124,69
pin swaps,49,49
setup buffers,5,3
