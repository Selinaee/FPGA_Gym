[design/flow/config.mk]
export PLATFORM = sky130hd
export DESIGN_NAME = LFSR
export DESIGN_NICKNAME = LFSR
export VERILOG_FILES = /design/flow/design.v
export SDC_FILE = /design/flow/constraint.sdc
export NUM_CORES = 4
export LEC_CHECK = 1
export CORE_AREA = 10 10 70 70
export DIE_AREA = 0 0 80 80
[design/flow/constraint.sdc]
current_design LFSR

set clk_period 1.3
set clk_io_pct 0.2

create_clock -name clk0 -period $clk_period [get_ports {i_clk}]

set non_clock_inputs [all_inputs -no_clocks]
set_input_delay [expr $clk_period * $clk_io_pct] -clock clk0 $non_clock_inputs
set_output_delay [expr $clk_period * $clk_io_pct] -clock clk0 [all_outputs]
[design/flow/design.v]
`timescale 1ns / 1ps
module LFSR #(parameter N = 4, MIN = 1, MAX = 10) (
    input  wire         i_clk,
    input  wire         i_rstn,
    input  wire         i_ena,
    output wire [N-1:0] o_out
    );
    reg [N-1:0] out_raw;
    wire feedback;
    assign feedback = out_raw[N-1];
    always @(posedge i_clk or negedge i_rstn) begin
        if (~i_rstn) begin
            out_raw <= {{(N-1){1'b0}}, 1'b1};
        end else if (i_ena) begin
            out_raw <= {out_raw[N-2:1], feedback^out_raw[0], feedback};
        end
    end
    assign o_out = (out_raw < MIN) ? MIN :
                   (out_raw > MAX) ? MAX : out_raw;
endmodule
[design/flow/run.sh]
#!/bin/bash
# OpenROAD 26Q1-2900-gdf79404cd8, Yosys 0.63+post, stock flow scripts
make -C /OpenROAD-flow-scripts/flow DESIGN_CONFIG=/design/flow/config.mk WORK_HOME=/design/flow/orfs finish
==> out/results.ini <==
[synthesis]
synth.avg_cell_area_sq_um = 11.2
yosys.area.top_type = dfrtp_1
syn_inst = 17
ys_cells = 17
yosys_warnings = 1
ys_seq_share_pct = 53.3
yosysTopAreaCellShare_pct = 39.5
ys_types = 13
netlist_area_sq_um = 190
synth-seq-cells = 4
top_cells_by_area = dfrtp_1 (39%), dfstp_2 (14%), mux2_2 (12%)
ys_area_sq_um = 190

[grt]
grt-ovfl-total = 0
grt_pass1_vias = 212
grt_max_degree = 5
grt_use_total_pct = 1.74
grt_pass1_wl_microns = 883
grt_antenna_before_repair = 0

[placed_design]
gp_congestion = 0.717
place_hpwl_microns = 369
placed_area_sq_um = 349
port_buffers = 6
pre_cts_slack_ns = -0.112

[run]
tool_warnings = 27
drv_cap = 0

[cts]
cts.sinks = 4
htreeDepth = 1
clkLatencyLatePin_ns = 0.23
clk_pin_slew_ns = 0.04
cts_tree = done
hold_buffers = 0
cts_max_path_buffers = 2
cts_buffers = 3
root_buffer = clkbuf_4

[critical_path]
critPathTopFamily = flip-flops
timing.critical_path.from_type = flip-flop
r2r_end = out_raw[2]
crit_chain = buf_6 -> inv_2 -> maj3_2 -> buf_2
worst_r2r_path_depth = 4
crit_slowest_cell = dfrtp_1
cp_num_buf_inv = 3
critPathArrivalTime_ns = 1.16
crit_type = flip-flop to output pin
cp_data_required_time_ns = 1.04
cp_num_cells = 4
r2r-start = out_raw[2]
startpoint = out_raw[3]
crit_end = o_out[0]
slowest_delay_ns = 0.39
cp-end-kind = output pin
worst-path-max-fanout = 3
r2r_setup_slack_ns = 0.20

[layout]
finalInstanceArea_sq_um = 397
comb_area_sq_um = 81.3
regMostFlops = out_raw
layout_top_cell = buf_4
largest_reg_flops = 4
ff_latch_area_sq_um = 101
synthToLayoutAreaGrowth_pct = 109
nFillCells = 398
reg_top3 = out_raw: 4 flops
layout-drive-gt1-share_pct = 62.9
mostFrequentLayoutCells = buf_4 (5), buf_6 (4), clkbuf_4 (3), dfrtp_1 (3), buf_2 (3)

[sta]
setup_viol = 2
hold_violations = 0
rsz0062_at_grt = yes
relSlewSlack_pct = 88.7
worst_pin_slew_ns = 0.167
slew_violations = 0
max_freq_ghz = 0.703
fin_crit_sh_pct = 109
period_needed_ns = 1.42
final.setup.worst_slack_ns = -0.123
clock_skew_ns = 0.00640

[floorplanning]
initCoreUtil_pct = 5.57
ios = 7
chip_area_sq_um = 6400
coreArea_sq_um = 3420
die_w_microns = 80
die_h_microns = 80
fp-row-count = 21

[routing]
vias = 184
n_antenna_cell = 0
wire_per_inst_microns = 6.12
drt-pass1-iter-count = 4
ant_nets = 0
routed_wl_microns = 496
viasPerCell = 2.27
remaining_drc_errors = 0
drtIter0Drc = 5

[pwr]
p_switching_mw = 0.211
clkPwrFrac_pct = 20.2
power_density_nw_per_um2 = 2050
max-vdd-ir-drop_mv = 0.279
p_leak_nw = 0.169
netSwitchingFraction_pct = 26.0
p_seq_share_pct = 27.8
p_int_mw = 0.601
p_comb_share_pct = 51.9

[status]
status = complete, but fails checks
violations = negative setup slack

[hold_path]
holdCritPathClass = input pin to asynchronous set/reset pin

[worst register-to-register path, cell delays in order (launching register included)]
cell,delay (ns)
dfrtp_1,0.38
buf_6,0.12
buf_6,0.10
buf_4,0.12
mux2_2,0.26
[how the worst min path moves through the flow]
stage,from,end,cells past startpoint
CTS,i_rstn,out_raw[2],1
global route,i_rstn,out_raw[1],1
finish,i_rstn,out_raw[2],1
[cells in the mapped netlist, drive strengths merged]
cell type / instances
xnor2: 1
dfrtp: 3
clkbuf: 1
maj3: 1
mux2: 2
a21o: 1
inv: 1
nand2: 1
o21ai: 1
and2b: 1
nor2: 2
dfstp: 1
a21oi: 1
[routing by layer]
layer / GRT usage (%) / up-vias / wire (microns)
met4: 0.704 / 0 / 5
met1: 1.87 / 82 / 222
li1: - / 92 / -
met5: 0 / - / 0
met3: 1.70 / 2 / 84
met2: 2.25 / 8 / 183
[through the flow]
| stage | TNS, ns | instances | hold WS, ns | utilization (%) | power (mW) |
|---|---|---|---|---|---|
| 3_5_place_dp | -0.233 | 74 | 0.476 | 10.2 | 0.606 |
| 6_report | -0.189 | 81 | 0.221 | 11.6 | 0.812 |
| 3_3_place_gp | -0.220 | 74 | 0.472 | 10.2 | 0.602 |
| 5_1_grt | -0.314 | 81 | 0.225 | 11.6 | 0.890 |
| 2_1_floorplan | 0 | 17 | -0.0356 | - | 0.358 |
| 4_1_cts | -0.214 | 81 | 0.221 | 11.6 | 0.824 |
[power groups by stage]
stage | clock network (mW) | registers (mW) | logic, mW
CTS | 0.174 | 0.226 | 0.424
global route | 0.180 | 0.234 | 0.476
finish | 0.164 | 0.226 | 0.422
[what timing repair did]
item | 4_1_cts | 5_1_grt
buffers inserted | 3 | 0
gates resized | 14 | 0
setup endpoints to repair | 4 | 3
pin swaps | 3 | 0
[layout make-up]
type / instances / share of cell area, %
Clock buffer: 4 / 6.62
Inverter: 1 / 0.946
Multi-Input combinational cell: 11 / 20.5
Sequential cell: 4 / 25.6
Tap cell: 46 / 14.5
Timing Repair Buffer: 15 / 31.9
[cells by family after synthesis]
kind of cell | count (synthesis) | synth area share [%]
xor gates and xnor gates | 1 | 4.61
adders and majority gates | 1 | 5.92
buffers and inverters | 2 | 3.94
and+or+nand+nor | 4 | 10.5
DFF | 4 | 53.3
AOI/OAI and AO/OA | 3 | 9.86
muxes | 2 | 11.8
Power and IR drop assume default switching activity.
